==> /design/flow/design.v <==
`timescale 1 ns/1 ns
module FSM_counter_v3( clk, rstn, start, skip, skip_to_five, count_out);
	input 	clk, rstn, start, skip;
	output	skip_to_five; 
	output	[7:0] count_out;
	reg		[7:0] Next_Count,count_out; 
	reg		skip_to_five;
	always@(posedge clk or negedge rstn)
	begin
		if(!rstn)
		count_out	 <= 'd0;		
		else 
		count_out	 <= Next_Count;
	end
	always@(*)
	begin
		skip_to_five <= 'b0;
		case(count_out)
		8'd0 : if(start == 1'b1)
				Next_Count <= 'd7;		 
		8'd7 : if(skip == 1'b1)
				Next_Count <= 'd3;
			  else
				Next_Count <= 'd1;
		8'd1 : if(skip == 1'b1)
				Next_Count <= 'd2;
			  else
				Next_Count <= 'd3;
		8'd3 : if(skip == 1'b1)begin
				Next_Count   <= 'd5;
				skip_to_five <= 'b1;
				end
			   else
				Next_Count <= 'd2;
		8'd2 : if(skip == 1'b1)
				Next_Count <= 'd11;
			   else
				Next_Count <= 'd5;
		8'd5 : if(skip == 1'b1)begin
				Next_Count <= 'd13;
				end
			  else
				Next_Count <= 'd11;
		8'd11 : Next_Count <= 'd13;
		8'd13 : Next_Count <= 'd7;
		default : begin
				  Next_Count <='d0;
				  skip_to_five <= 'b0;
				  end
		endcase	
	end
endmodule
==> /design/flow/run.sh <==
#!/bin/bash
# OpenROAD 26Q1-2900-gdf79404cd8, Yosys 0.63+post, stock flow scripts
make -C /OpenROAD-flow-scripts/flow DESIGN_CONFIG=/design/flow/config.mk WORK_HOME=/design/flow/orfs finish
==> /design/flow/config.mk <==
export PLATFORM = sky130hd
export DESIGN_NAME = FSM_counter_v3
export DESIGN_NICKNAME = FSM_counter_v3
export VERILOG_FILES = /design/flow/design.v
export SDC_FILE = /design/flow/constraint.sdc
export NUM_CORES = 4
export LEC_CHECK = 1
export CORE_AREA = 10 10 70 70
export DIE_AREA = 0 0 80 80
==> /design/flow/constraint.sdc <==
current_design FSM_counter_v3

set clk_period 1.7
set clk_io_pct 0.2

create_clock -name clk0 -period $clk_period [get_ports {clk}]

set non_clock_inputs [all_inputs -no_clocks]
set_input_delay [expr $clk_period * $clk_io_pct] -clock clk0 $non_clock_inputs
set_output_delay [expr $clk_period * $clk_io_pct] -clock clk0 [all_outputs]
==> impl_metrics.csv <==
group,metric,value,unit
run_status,outcome,"finished clean",
clock_network,cts_resized,1,
final_layout,ff_latch_area,160,um2
critical_path,path_cells,"buf_4, clkdlybuf4s50_1",
pwr,internal-power,0.187,mW
logic_synthesis,syn_area,409,um2
logic_synthesis,top_area_cell,"dfrtp_1",
routing,drcViolationCount,0,
clock_network,cts-buffers-inserted,3,
logic_synthesis,syn_area_per_cell,9.30,um2
routing,drtPass1Iterations,4,
grt,antenna_found_initial,0,
logic_synthesis,synth-seq-cells,8,
logic_synthesis,synth-main-ff-cell,"dlxtn_1",
routing,drtIter0Drc,55,
clock_network,htreeDepth,1,
critical_path,end_kind,"primary output",
grt,grt_max_degree,12,
final_layout,fin_cells,102,
routing,vias_per_cell,3.38,
routing,insertedDiodeCount,0,
final_timing,drv_slew,0,
floorplanning,pin_count,13,
pwr,p_seq_share,41.8,%
final_layout,n_fill_cell,390,
routing,antenna_left,0,
final_layout,final_cell_area,561,um2
floorplanning,core.rowCount,21,
place,gp_congestion,0.760,
grt,grt_overflow,0,
final_timing,untimed_endpoints,8,
floorplanning,core-area,0.00342,mm2
pwr,p_sw,0.0438,mW
logic_synthesis,top_area_share,24.5,%
final_layout,drive_gt1_share,25.0,%
routing,wl_per_cell,9.25,um
place,port_buffers,8,
floorplanning,fp_util,12.0,%
final_layout,syn2layout_area_growth,37.0,%
routing,wl,944,um
clock_network,cts_root_buf,"clkbuf_4",
grt,track_usage,2.77,%
flow_run,cap_violations,0,
critical_path,cp_max_fo,11,
logic_synthesis,synth_dominant_cell_count,"buf_4",
clock_network,holdBufCountCts,0,
logic_synthesis,syn_inst,44,
final_timing,unclocked_regs,4,
critical_path,crit_type,"flop to primary output",
logic_synthesis,yosysWarningCount,1,
logic_synthesis,synthDistinctLibCells,24,
pwr,leakage,0.238,nW
pwr,irDropWorstVdd,0.124,mV
clock_network,cts.clk_slew.worst_paths,40,ps
final_timing,layout_min_cycle_time,1580,ps
critical_path,start_kind,"flop",
clock_network,cts_setup_buffers,0,
final_timing,rsz0062_at_grt,"false",
pwr,power.share.clock,49.2,%
critical_path,crit_required,1360,ps
flow_run,openroad.warnings,25,
critical_path,cp_data_arrival_time,1240,ps
min_path,hold_class,"primary input to asynchronous set/reset pin",
final_timing,setup_slack,122,ps
logic_synthesis,edf_count,0,
final_timing,timing.final.setup_violations,0,
routing,vias,345,
place,place_area,539,um2
place,dp.cells,99,
logic_synthesis,async_reset_ff_share,50.0,%
grt,grt_pass1_wl,1460,um
floorplanning,die_h,80,um
final_layout,logic_area,189,um2
logic_synthesis,yosys_cells,44,
pwr,switching_share,19.0,%
final_timing,finalHoldWorstSlack,306,ps
critical_path,crit_slowest_cell,"clkdlybuf4s50_1",
final_timing,period_used_share,92.8,%
place,dpl.hpwl,797,um
place,post-place-ws,-151,ps
grt,grt_pass1_vias,321,
logic_synthesis,yosys-top-cells-area,"dfrtp_1 24%, dlxtn_1 15%, buf_4 13%",
clock_network,cts_tree,"done",
final_timing,fmax,634,MHz
final_timing,final_hold_viol_count,0,
logic_synthesis,common_cells,"7 x buf_4, 4 x a21oi_1, 4 x dfrtp_1, 4 x dlxtn_1",
floorplanning,die_area,0.00640,mm2
logic_synthesis,yosys-stat-area,409,um2
critical_path,cpPeakStageDelay,480,ps
pwr,combPwrFrac,9.0,%
pwr,power_density,412,mW/mm2
floorplanning,fp.dieW,80,um
clock_network,cts_buffer_depth,2,
per-stage QoR:
stage,total power [mW],TNS (ps),utilization (%)
floorplan,0.114,0,-
global placement,0.119,-158,15.8
detailed placement,0.119,-151,15.8
CTS,0.239,0,16.4
global route,0.250,0,16.4
finish,0.231,0,16.4
final cells by class:
type,instances,share of cell area (%)
clock buffer,3,4.02
timing repair buffer,14,22.1
sequential,8,28.6
multi-input combinational,29,33.7
inverter,2,1.34
tap,46,10.3
flip-flops by register name (all words and copies together), names as in the netlist:
name	flops
Next_Count	4
count_out	4
cell usage in the layout (no fill, tap or decap), drive strengths merged:
master         count
dfrtp              4
o22ai              1
o32ai              2
nand2b             1
nor4               1
a21oi              4
conb               4
nand2              3
o21ai              1
nor2               3
or2                1
clkbuf             3
or2b               1
and3               1
nand3              1
nand3b             1
o21a               1
buf                6
dlygate4sd2        1
o221ai             1
inv                2
clkdlybuf4s50      7
dlxtn              4
o31ai              1
o221a              1
worst max-delay path, delay by kind of cell, from the launching register on:
family,cells,cell delay [ps]
buffers and inverters,2,660
DFF,1,350
logic make-up (layout without fill, tap and decap cells):
family | after synthesis | after routing | share of synthesized area (%)
simple gates | 13 | 13 | 19.0
compound gates | 12 | 12 | 23.5
buf+inv | 10 | 19 | 17.4
flops | 4 | 4 | 24.5
latches | 4 | 4 | 14.7
other cells | 1 | 4 | 0.917
power by group through the flow:
stage	sequential, mW	clock, mW	combinational [mW]
CTS	0.0965	0.121	0.0212
finish	0.0966	0.114	0.0207
global route	0.0964	0.130	0.0231
metal layers:
layer  routed length, um  part of all wire [%]  track usage [%]  vias up
met1                 428                    45             3.56      158
li1                    -                     -                -      171
met5                   0                     0                0        -
met2                 421                    45             4.01       14
met4                  21                   2.2             1.23        0
met3                  73                   7.7             1.02        2
worst max-delay path by stage:
| stage | to | depth (start not counted) | slack [ps] | startpoint |
|---|---|---|---|---|
| 6_report | count_out[0] | 2 | 120 | count_out[0]$_DFF_PN0_ |
| 5_1_grt | skip_to_five | 4 | 40 | skip |
| 4_1_cts | count_out[0] | 2 | 100 | count_out[0]$_DFF_PN0_ |
Power and IR drop assume default switching activity.
