<file path="flow/run.sh">
#!/bin/bash
# OpenROAD 26Q1-2900-gdf79404cd8, Yosys 0.63+post, stock flow scripts
make -C /OpenROAD-flow-scripts/flow DESIGN_CONFIG=/design/flow/config.mk WORK_HOME=/design/flow/orfs finish
</file>
<file path="flow/config.mk">
export PLATFORM = sky130hd
export DESIGN_NAME = bit_string_pattern
export DESIGN_NICKNAME = bit_string_pattern
export VERILOG_FILES = /design/flow/design.v
export SDC_FILE = /design/flow/constraint.sdc
export NUM_CORES = 4
export LEC_CHECK = 1
export CORE_AREA = 10 10 70 70
export DIE_AREA = 0 0 80 80
</file>
<file path="flow/constraint.sdc">
current_design bit_string_pattern

set clk_period 1.9
set clk_io_pct 0.2

create_clock -name clk0 -period $clk_period [get_ports {clk}]

set non_clock_inputs [all_inputs -no_clocks]
set_input_delay [expr $clk_period * $clk_io_pct] -clock clk0 $non_clock_inputs
set_output_delay [expr $clk_period * $clk_io_pct] -clock clk0 [all_outputs]
</file>
<file path="flow/design.v">
`timescale 1 ns/1 ns
module bit_string_pattern( clk, rstn, bit_in, match);
	input 	clk, rstn, bit_in;
	output	match; 	
	reg		match; 
	reg		[2:0] beforematch;
	always@(posedge clk or negedge rstn)
	begin
		if(!rstn)begin
		match	 	<= 1'b0;
		beforematch <= 3'd0;
		end
		else 
		 case(beforematch)
		 'd0 : if(bit_in == 1'b1)begin
				beforematch <= 3'd1;
				match		<= 1'b0;
				end
			else begin
				beforematch <= 3'd0;
				match		<= 1'b0;
				end
		 'd1 : if(bit_in == 1'b1)begin
				beforematch <= 3'd2;
				match		<= 1'b0;
				end
		       else begin
				beforematch <= 3'd0;
				match		<= 1'b0;
			    end
		 'd2 : if(bit_in == 1'b0)begin
				beforematch <= 3'd3;
				match		<= 1'b0;
				end
		       else begin
				beforematch <= 3'd2;
				match		<= 1'b0;
				end
		 'd3 : if(bit_in == 1'b1)begin
				beforematch <= 3'd4;
				match		<= 1'b0;
				end
		       else begin
				beforematch <= 3'd0;
				match		<= 1'b0;
				end
		 'd4 :  if(bit_in == 1'b1)begin
				beforematch <= 3'd2;
				match		<= 1'b1;
				end
			else begin
				beforematch <= 3'd0;
				match		<= 1'b0;
				end
		 default:
				beforematch <= 3'd0; 
		endcase		
	end
	endmodule
</file>
==> impl_metrics.tcl <==
# collected from the flow reports
set metrics [dict create \
    simple_gate_area_frac 0.2024 \
    period_used_share 0.7573 \
    core_area_um2 3416 \
    startpoint "match" \
    drt-total-wl_um 414 \
    htreeDepth 1 \
    port_buffers 3 \
    cp-endpoint "match" \
    p_leak_nw 0.1298 \
    gr-total-overflow 0 \
    remaining_drc_errors 0 \
    yosys.stat.seqShare 0.7202 \
    finalSetupViolations 0 \
    grt_usage 0.01580 \
    cp-start-kind "flop" \
    placed_cell_area_um2 297.8 \
    first_pass_iters 2 \
    grt_max_degree 7 \
    crit_arrival_ns 1.06 \
    drive_above_1_share 0.2727 \
    final_hold_viol_count 0 \
    clkTransAtPathRegs_ns 0.05 \
    fin_util 0.09487 \
    syn_area_um2 210.2 \
    regArea_um2 151.4 \
    fp.dieH_um 80 \
    min_period_ns 1.439 \
    chipWidth_um 80 \
    boundaryPins 4 \
    routabilityCongestion 0.7098 \
    ys_cells 15 \
    cp_cell_sequence "clkdlybuf4s50_1" \
    yosys-top-cells-area "dfrtp_1 60%, dfstp_2 13%, and2_1 6.0%" \
    crit_type "flop to primary output" \
    die_area_um2 6400 \
    wl_met1_um 232 \
    synth_flops 6 \
    critical_path_depth 1 \
    cts_tree "yes" \
    yosys.area.top_type_share 0.5952 \
    grt_pass1_wl_um 786 \
    crit_family "buffers and inverters" \
    root_buffer "clkbuf_4" \
    fp_util 0.06154 \
    yosys_area_um2 210.2 \
    wl_met3_um 44 \
    antennaDiodeCount 0 \
    rows 21 \
    slew_headroom 0.8338 \
    clock.fmax_mhz 694.9 \
    top_layer "met3" \
    required_ns 1.52 \
    ctsHoldBuffers 0 \
    drtAntennaViolNets 0 \
    worstReg2RegStart "beforematch[0]" \
    grt_pass1_vias 181 \
    clk_latency_ns 0.25 \
    total_power_mw 0.2983 \
    ys_top_logic_family "simple AND/OR/NAND/NOR gates" \
    antenna_found_initial 0 \
    cp_slowest_cell "clkdlybuf4s50_1" \
    endpoint_kind "primary output" \
    fin_skew_ns 0.01190 \
    final_area_um2 324.1 \
    cp_max_fo 2 \
    r2r_end "match" \
    outcome "completed" \
    ys_warn_count 1 \
    maxSlewViolCount 0 \
    cts_num_sinks 6 \
    rsz0062_at_grt "false" \
    syn_avg_cell_area_um2 14.01 \
    r2r_slack_ns 0.96 \
    cts_setup_buffers 0 \
    cap_violations 0 \
    ys_types 8 \
    hold_path_class "input port to async pin" \
    wl_met2_um 137 \
    stdcell_count 68 \
    path_buffers 1 \
    cts_resized 0 \
    worst_slew_pin_slew_ns 0.2486 \
    fin_tns_setup_ns 0 \
    areaGrowthSynthToFinish_pct 54.17 \
    critical_path.max_stage_delay_ns 0.47 \
    viasPerCell 1.853 \
    wire_per_inst_um 6.088 \
    syn_inst 15 \
    ir_drop_mv 0.4125 \
    rr_worst_depth 2 \
    logic_area_um2 58.81 \
    synth.cellmix.compoundShare 0.07738 \
    cellPowerDensity_nw_per_um2 920.5 \
    ys_sh_adder 0 \
    first_iter_violations 1 \
    openroad.warnings 25 \
    ys_sh_mux 0 \
    cts_buffer_depth 2 \
    nFillCells 407 \
    yosys.area.top_type "dfrtp_1" \
    cts_buffers 3 \
    vias 126 \
    ys_sh_xor 0 \
    placed_cells 64 \
]
[layout make-up]
class	count	area share
timing repair buffer	3	0.09266
multi-input combinational	9	0.1815
clock buffer	4	0.08108
tap	46	0.1776
sequential	6	0.4672
[flip-flops by register name, summed over array words and instances, names as in the netlist]
signal	cells
beforematch	5
match	1
[synthesized netlist by cell type]
cell type / instances
nor2b_1: 2
dfrtp_1: 5
dfstp_2: 1
nor3_2: 1
a21oi_1: 1
nor2_1: 2
and2_1: 2
a32o_2: 1
[metrics by stage]
| step | hold slack [ns] | setup slack (ns) |
|---|---|---|
| after global placement | 0.4663 | 0.6812 |
| after floorplan | 0.08441 | 0.9948 |
| after global routing | 0.3624 | 0.4153 |
| after detailed placement | 0.4703 | 0.6433 |
| after CTS | 0.3609 | 0.4477 |
| final | 0.3552 | 0.4610 |
[placed cells by master, fill, tap and decap left out]
master | synthesis | routed
dfrtp_1 | 5 | 5
clkbuf_4 | 0 | 3
clkdlybuf4s50_1 | 0 | 3
nor2_1 | 2 | 2
and2_1 | 2 | 2
nor2b_1 | 2 | 2
a21oi_1 | 1 | 1
nor3_2 | 1 | 1
a32o_2 | 1 | 1
dfstp_2 | 1 | 1
clkbuf_1 | 0 | 1
[per-layer routing]
metal / global-route usage / up-vias
met4: 0.003521 / 0
met2: 0.01926 / 7
met3: 0.01364 / 0
met1: 0.02013 / 55
met5: 0 / -
li1: - / 64
[power breakdown]
part / internal [mW] / switching (mW) / total [mW] / leakage [nW]
registers: 0.139 / 0.00617 / 0.145 / 0.0792
logic: 0.0137 / 0.0103 / 0.0240 / 0.0356
clock network: 0.0797 / 0.0493 / 0.129 / 0.0150
[logic make-up (layout without fill, tap and decap cells)]
group,after synthesis,in the layout
AOI/OAI and AO/OA,2,2
buffers and inverters,0,7
DFF,6,6
and+or+nand+nor,7,7
[worst min path at each step]
stage,startpoint,endpoint,cells after the start
after CTS,rstn,beforematch[2],1
after global routing,rstn,beforematch[1],1
final,rstn,beforematch[2],1
No activity file was given, so power comes from the tool's default toggle rates.
