==> flow/design.v <==
`timescale 1 ns/1 ns
module coin_buy( five_dollar, ten_dollar, clk, rstn, change_return, product_release);
	input 	five_dollar, ten_dollar, clk, rstn;
	output	change_return, product_release; 
	reg	product_release,change_return;
	parameter
	ZERO 	    = 6'b000000,
	FIVE  	    = 6'b000101,
	TEN 	    = 6'b001010,
	FIFTEEN     = 6'b001111,
	TWENTY      = 6'b010100,
	TWENTY_FIVE = 6'b011001,
	THIRTY      = 6'b011110;	
	reg		[5:0] dollar;
	reg		five_dollar_dy1,five_dollar_dy2, ten_dollar_dy1, ten_dollar_dy2;
	wire	five_dollar_pulse, ten_dollar_pulse;
	always@(posedge clk or negedge rstn)
	begin
		if(!rstn)begin
		five_dollar_dy1 <= 1'b0;
		five_dollar_dy2 <= 1'b0;
		ten_dollar_dy1  <= 1'b0;
		ten_dollar_dy2  <= 1'b0;
		end
		else begin
		five_dollar_dy1 <= #1 five_dollar;
		five_dollar_dy2 <= #1 five_dollar_dy1;
		ten_dollar_dy1  <= #1 ten_dollar;
		ten_dollar_dy2  <= #1 ten_dollar_dy1;		
		end	
	end
	assign five_dollar_pulse = five_dollar_dy1 && ~ five_dollar_dy2;
	assign ten_dollar_pulse = ten_dollar_dy1 && ~ ten_dollar_dy2;
	always@(posedge clk or negedge rstn)
	begin
		if(!rstn)begin
		dollar			<= ZERO;
		change_return	<= 1'b0;
		product_release <= 1'd0;
		end		
		else 
		 case(dollar)
		 ZERO : begin
				 change_return	  <= 1'b0;
				 product_release <= 1'b0;
				if (five_dollar_pulse == 1'b1)
				dollar <= FIVE;
				else 
				if (ten_dollar_pulse == 1'b1)
				dollar <= TEN;
				else
				dollar <= ZERO;
				end
		 FIVE : begin
				 change_return	  <= 1'b0;
				 product_release <= 1'b0;		 
				if (five_dollar_pulse == 1'b1)
				dollar <= TEN;
				else 
				if (ten_dollar_pulse == 1'b1)
				dollar <= FIFTEEN;
				else
				dollar <= FIVE;
				end
		 TEN : begin
				 change_return	  <= 1'b0;
				 product_release <= 1'b0;
				if (five_dollar_pulse == 1'b1)
				dollar <= FIFTEEN;
			    else 
				if (ten_dollar_pulse == 1'b1)
				dollar <= TWENTY;
				else
				dollar <= TEN;
				end
		 FIFTEEN : begin
				 change_return	 <= 1'b0;
				 product_release <= 1'b0;
				if (five_dollar_pulse == 1'b1)
				dollar <= TWENTY;
			 else 
				if (ten_dollar_pulse == 1'b1)
				dollar <= TWENTY_FIVE;
				else
				dollar <= FIFTEEN;
				end
		 TWENTY : begin
				 change_return	 <= 1'b0;
				 product_release <= 1'b0;
				 if (five_dollar_pulse == 1'b1)
				dollar <= TWENTY_FIVE;
			 else 
				if (ten_dollar_pulse == 1'b1)
				dollar <= THIRTY;
				else
				dollar <= TWENTY;
				end
		 TWENTY_FIVE :begin
			  product_release <= 1'b1;
			  change_return	  <= 1'b0;
			  dollar 	  <= ZERO;
			 end
		 THIRTY :begin
			  change_return	   <= 1'b1;
			  product_release <= 1'd1;
			  dollar 	  <= ZERO;
			 end
		default : begin
				  change_return	  <= 1'b0;
				  product_release <= 1'b0;
				  dollar  	  <= ZERO;
				  end
		endcase
	end	
	endmodule
==> flow/run.sh <==
#!/bin/bash
# OpenROAD 26Q1-2900-gdf79404cd8, Yosys 0.63+post, stock flow scripts
make -C /OpenROAD-flow-scripts/flow DESIGN_CONFIG=/design/flow/config.mk WORK_HOME=/design/flow/orfs finish
==> flow/config.mk <==
export PLATFORM = sky130hd
export DESIGN_NAME = coin_buy
export DESIGN_NICKNAME = coin_buy
export VERILOG_FILES = /design/flow/design.v
export SDC_FILE = /design/flow/constraint.sdc
export NUM_CORES = 4
export LEC_CHECK = 1
export CORE_AREA = 10 10 76 76
export DIE_AREA = 0 0 86 86
==> flow/constraint.sdc <==
current_design coin_buy

set clk_period 2.5
set clk_io_pct 0.2

create_clock -name clk0 -period $clk_period [get_ports {clk}]

set non_clock_inputs [all_inputs -no_clocks]
set_input_delay [expr $clk_period * $clk_io_pct] -clock clk0 $non_clock_inputs
set_output_delay [expr $clk_period * $clk_io_pct] -clock clk0 [all_outputs]
==> flow_metrics.py <==
# Auto-generated metrics
metrics = {
    "run_status": {
        "outcome": "finished clean",
    },
    "timing": {
        "hold_ws_ns": 0.367,
        "relSlewSlack_pct": 62.8,
        "grt_setup_unrepaired": "no",
        "clock-skew-final_ns": 0.000691,
        "drv_slew": 0,
        "finalSetupTns_ns": 0,
        "post-route-min-period_ns": 1.52,
        "setup_ws_ns": 0.981,
        "hold_violations": 0,
        "min_period_over_period_pct": 60.8,
        "worstMarginPinSlew_ns": 0.557,
        "setup_viol": 0,
        "max_freq_ghz": 0.658,
    },
    "final_layout": {
        "layout-drive-gt1-share_pct": 19.0,
        "postLayoutCoreUtil_pct": 15.1,
        "logic_area_um2": 138,
        "syn_to_final_growth_pct": 27.8,
        "stdcell_area_um2": 622,
        "final.fill_count": 447,
        "flop_area_um2": 327,
    },
    "setup_path": {
        "crit_buf_inv": 1,
        "cp_max_fo": 1,
        "worstSetupPathType": "reg2out",
        "r2r_end": "dollar[2]",
        "crit_required_ns": 2.00,
        "start_kind": "flop",
        "cp-end-kind": "output pin",
        "worst_path_max_delay_cell": "clkdlybuf4s50_1",
        "cp_cell_sequence": "clkdlybuf4s50_1",
        "rr_worst_depth": 3,
        "critPathTopFamily": "buffers and inverters",
        "cp_num_cells": 1,
        "rr_startpoint": "ten_dollar_dy2",
        "cpPeakStageDelay_ns": 0.47,
        "critPathArrivalTime_ns": 1.02,
        "startpoint": "product_release",
        "r2r_slack_ns": 1.47,
    },
    "min_path": {
        "whs_path_depth": 0,
        "hold_path.class": "reg2reg",
        "holdCritStartpoint": "dollar[3]",
        "hold_end": "change_return",
    },
    "job": {
        "tool_warnings": 25,
        "cap_viol_max_count": 0,
    },
    "routing": {
        "final_antenna_net_count": 0,
        "drc": 0,
        "antenna_cells": 0,
        "drtIter0Drc": 42,
        "vias": 269,
        "vias_per_cell": 2.92,
        "wire_per_inst_um": 7.73,
        "routed_wl_um": 711,
        "dr.pass1.iters": 4,
    },
    "global_route": {
        "track_usage_pct": 2.09,
        "grt_pass1_vias": 284,
        "grt_max_degree": 14,
        "grt_first_pass_wirelength_um": 1260,
        "grt_antenna_before_repair": 0,
        "gr-total-overflow": 0,
    },
    "logic_synthesis": {
        "yosys.stat.chipArea_um2": 487,
        "ys_seq_share_pct": 67.1,
        "syn-cell-area_um2": 487,
        "syn_area_per_cell_um2": 13.9,
        "ys_cells": 35,
        "synth_cell_type_count": 14,
        "top_area_share_pct": 61.7,
        "synth.yosys.warnings": 1,
        "yosysTopAreaCell": "dfrtp_1",
        "area_leaders": "dfrtp_1 62%, mux2i_1 6.2%, nor2b_4 5.7%",
        "ys_ff": 13,
        "synthCells": 35,
    },
    "place": {
        "hpwl_um": 527,
        "place.port_buffers": 5,
        "dp_slack_ns": 1.22,
        "placed_cell_area_um2": 577,
        "place_congestion": 0.724,
    },
    "floorplan": {
        "rows": 23,
        "die_x_um": 86,
        "die_area_um2": 7400,
        "num_io_pins": 6,
        "coreArea_um2": 4120,
        "initial_core_util_pct": 11.8,
        "die_height_um": 86,
    },
    "clock_tree": {
        "clockBufferDepth": 2,
        "cts_buffers": 3,
        "insertion_delay_ns": 0.24,
        "postCtsSetupBuffers": 0,
        "cts_tree": "yes",
        "hold_buffers": 0,
        "cts_htree_levels": 1,
        "cts.clk_slew.worst_paths_ns": 0.05,
        "cts_root_buf": "clkbuf_8",
        "cts_resized": 0,
        "clock_sinks": 13,
    },
    "power": {
        "netSwitchingFraction_pct": 18.9,
        "p_leak_nw": 0.279,
        "p_sw_mw": 0.0780,
        "clockPowerShare_pct": 43.3,
        "internal-power_mw": 0.335,
        "seq_power_share_pct": 52.5,
        "combPwrFrac_pct": 4.3,
        "vdd_ir_drop_max_v": 0.000188,
        "power.density_nw_per_um2": 664,
    },
}
-- power groups by stage --
stage | registers [mW] | clock network, mW | logic [mW]
global route | 0.217 | 0.194 | 0.0194
finish | 0.217 | 0.178 | 0.0176
CTS | 0.217 | 0.182 | 0.0179
-- layer usage --
layer / up-vias / share of wire (%) / track usage [%]
met5: - / 0 / 0
met4: 0 / 1.1 / 0.449
met3: 2 / 13 / 1.81
met2: 7 / 37 / 2.70
met1: 131 / 49 / 2.55
li1: 129 / - / -
-- sequential cells by signal, indices dropped and copies added, names as in the netlist --
name             cells
five_dollar_dy1      1
five_dollar_dy2      1
ten_dollar_dy2       1
change_return        1
ten_dollar_dy1       1
dollar               7
product_release      1
-- kinds of logic after synthesis --
logic type	share of synthesized area, %
DFF	67.1
muxes	6.17
AOI/OAI and AO/OA	6.43
and+or+nand+nor	15.7
buffers and inverters	4.63
-- worst max path at each step --
stage / to / slack [ns]
after global routing: change_return / 0.93
final: product_release / 0.98
after CTS: product_release / 0.97
-- synthesized netlist by cell type, drive strengths merged --
cell type,number
a21o,1
a22o,1
and3,1
buf,2
dfrtp,12
dfstp,1
mux2i,3
nand2,5
nand2b,1
nand3,1
nor2,1
nor2b,2
o21ai,3
or2,1
-- cells in the final DEF, fill, tap and decap left out --
cell	netlist	final
o21ai_1	3	3
or2_2	1	1
and3_1	1	1
nor2_2	1	1
nand3_1	1	1
dfstp_2	1	1
clkbuf_1	0	1
clkbuf_8	0	3
nor2b_4	2	2
dfrtp_1	12	12
clkdlybuf4s50_1	0	5
a21o_1	1	1
nand2_1	5	5
mux2i_1	3	3
nand2b_1	1	1
a22o_1	1	1
-- layout make-up --
| cell class | count | area share, % |
|---|---|---|
| sequential | 13 | 52.5 |
| multi-input combinational | 20 | 22.1 |
| tap | 50 | 10.1 |
| timing repair buffer | 5 | 8.05 |
| clock buffer | 4 | 7.24 |
-- metrics by stage --
step / std cells / total power [mW]
global placement: 88 / 0.237
global route: 92 / 0.430
detailed placement: 88 / 0.238
floorplan: 35 / 0.232
CTS: 92 / 0.416
finish: 92 / 0.413
Power figures rest on the tool's default switching activity, not on a simulated workload.
